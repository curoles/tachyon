--- ./config.mk ---
export PLATFORM = sky130hd
export DESIGN_NAME = ProgCounter
export DESIGN_NICKNAME = ProgCounter
export VERILOG_FILES = /design/flow/design.v
export SDC_FILE = /design/flow/constraint.sdc
export NUM_CORES = 4
export LEC_CHECK = 1
export CORE_AREA = 10 10 98 98
export DIE_AREA = 0 0 108 108
--- ./constraint.sdc ---
current_design ProgCounter

set clk_period 5.2
set clk_io_pct 0.2

create_clock -name clk0 -period $clk_period [get_ports {clk}]

set non_clock_inputs [all_inputs -no_clocks]
set_input_delay [expr $clk_period * $clk_io_pct] -clock clk0 $non_clock_inputs
set_output_delay [expr $clk_period * $clk_io_pct] -clock clk0 [all_outputs]
--- ./design.v ---
package InsnDecodePkg;
    typedef logic [31:0] InsnOpcode;
    typedef logic [4:0] RegId;
    typedef struct packed {
        logic [9:7] num;
        logic [6:5] pl;
        logic [4:0] group;
    } SysRegFields;
    typedef union packed {
        logic [9:0] id;
        SysRegFields fields;
    } SysRegId;
    function SysRegId insn_operand_sysreg_mfs(input InsnOpcode op);
        insn_operand_sysreg_mfs = op[17:8];
    endfunction
    function SysRegId insn_operand_sysreg_mts(input InsnOpcode op);
        insn_operand_sysreg_mts = {op[22:20], op[19:18], op[12:8]};
    endfunction
    function logic [4:0] insn_operand_rd(input InsnOpcode op);
        insn_operand_rd = op[22:18];
    endfunction
    function logic [4:0] insn_operand_ra(input InsnOpcode op);
        insn_operand_ra = op[17:13];
    endfunction
    function logic insn_is_NOP(input InsnOpcode op);
        insn_is_NOP = |op[31:23] == 1'b0 & |op[7:2] == 1'b0 & op[0];
    endfunction
    function logic insn_is_branch(input InsnOpcode op);
        insn_is_branch = 0;
    endfunction
    function logic insn_is_cbranch(input InsnOpcode op);
        insn_is_cbranch = 0;
    endfunction
    function logic insn_is_MTS(input InsnOpcode op);
        insn_is_MTS = |op[31:23] == 1'b0 & op[7:0] == 8'b00001101;
    endfunction
    function logic insn_is_MFS(input InsnOpcode op);
        insn_is_MFS = |op[31:23] == 1'b0 & op[7:0] == 8'b00001100;
    endfunction
endpackage
module ProgCounter #(
    parameter   ADDR_WIDTH = 32,
    localparam  INSN_SIZE  = 4,
    localparam  INSN_WIDTH = INSN_SIZE * 8,
    localparam  ADDR_START = 2
)(
    input  wire                           clk,
    input  wire                           rst,
    input  wire [ADDR_WIDTH-1:ADDR_START] rst_addr,
    output reg  [ADDR_WIDTH-1:ADDR_START] pc_addr
);
    typedef bit [ADDR_WIDTH-1:ADDR_START] Addr;
    reg rst_delay1;
    always @ (posedge clk)
    begin
        pc_addr <= next_pc(pc_addr, rst_delay1, rst_addr);
        rst_delay1 <= rst;
    end
    function Addr next_pc(
        input Addr current_pc,
        input bit  rst,
        input Addr rst_addr
    );
        if (rst) begin
            next_pc = rst_addr;
        end
        else begin
            next_pc = current_pc + 1;
        end
    endfunction
endmodule: ProgCounter
--- ./run.sh ---
#!/bin/bash
# OpenROAD 26Q1-2900-gdf79404cd8, Yosys 0.63+post, stock flow scripts
make -C /OpenROAD-flow-scripts/flow DESIGN_CONFIG=/design/flow/config.mk WORK_HOME=/design/flow/orfs finish
==> results.txt <==
run metrics: Rel. slew slack=between 60% and 70%, CP Data Arrival Time=approximately 2.6 ns, Final setup viols=0, leading area contributor after synthesis=dfxtp_1, CP top delay family=simple AND/OR/NAND/NOR gates, crit path cell chain=ha_1, nand3_1, or3_2, or4b_2, a31oi_1, CTS tree=yes, Mapped Cells=approximately 200, via/cell ratio=4.54, Worst setup SP type=register, Placed Area=2340 um^2, vias in the first global route=1614, Final Hold Viols=0, Max Clock Freq=0.416 GHz, met3 Use GR=4.16%, FF/Latch Area=621 um^2, post-CTS setup buffers=0, die y size=108 um, dpl cells=about 360, Yosys warnings=1, status=complete, no violations, layout cells sized above 1=5.73%, worst-margin pin slew=0.598 ns, worst r2r src=pc_addr[2]$_DFF_P_, Tot Pwr=0.609 mW, largest net degree at the start of global routing=45, Die Size=11700 um^2, hold buffer count at CTS=0, crit path launch=pc_addr[2]$_DFF_P_, non-filler instance count after layout=364, initial antenna violation count=0, clk sink count=31, crit path DRT=5.41 ns, post-route cell area=2420 um^2, Netlist Area Pre-Place=between 1500 and 2000 um^2, met2 Use GR=11.2%, clock slew at reported path FFs=0.07 ns, VDD IR-drop max=0.130 mV, P&R area growth vs syn=48.0%, clock latency (worst-skew pair)=0.28 ns, crit path buf inv count=0, dominant logic cell types in the final layout=clkdlybuf4s50_1, dfxtp_1, nand2_1, Worst Reg-to-Reg Cells=5, aggregate global-route resource usage=8.52%, cts bufs inserted=5, DRC Markers=0, critical path's largest stage delay=0.65 ns, r2r setup slk=2.79 ns, post-route ant nets=0, Cell Pwr Density=252 nW/um^2, post-synthesis register bit count=31, wire length per cell=approximately 14 um, met1 Usage GRT=12.6%, Detailed Routing Iterations Pass 1=4, DP HPWL=3820 um, Yosys chip area=1630 um^2, total number of vias=1653, CP max stage cell=or3_2, RSZ-0062 raised after global routing=no, Tool Warnings=25, gp weighted congestion=roughly 0.84, most frequent logic cell in the layout=clkdlybuf4s50_1, r2r endpoint=pc_addr[28]$_DFF_P_, part of the Yosys area used for sequential elements=38.0%, first-pass GRT wire length=8180 um, H-tree depth=2, cell chosen for the clock root=clkbuf_8, Min Clock Period, post-route=2.41 ns, crit-path max FO=12, Top-area cell share=38.0%, crit end category=register, core outline area=7650 um^2, skew final=0.00661 ns, Inserted Diodes=0, Filler cells=between 700 and 800, WP depth=5, # resized after CTS=0, GRT Max-Usage Layer=met1, Slew Viols, Final=0, Remaining Overflow, GRT=0, # Cells Yosys=202, critical path endpoint=pc_addr[28]$_DFF_P_, WS Path Type=register to register, Hold Crit Start=pc_addr[30]$_DFF_P_, Tcrit/Tclk final=46.3%, Die Wd=108 um, fp util=a little over a fifth, Gate Area=951 um^2, worst hold path type=register to register, WHS=0.516 ns, port bufs=61, Syn Area/Cell=8.08 um^2, ranking of synthesized cells by area=dfxtp_1, o21ai_0, xnor2_1, nand2_1, nand3_1, final setup TNS=0 ns, Max Root-Sink Buffers=2, Ports=62, leakage=roughly 0.8 nW, FP Rows=32, final WL=4970 um, library cells used by synthesis=39, max-cap violations=0, 1st-iter DRT viols=127
## cell type report
class	count	share of cell area (%)
inverters	5	0.776
well taps	102	5.28
clock buffers	7	3.16
repair buffers	62	25.6
multi-input cells	156	39.3
flip-flops and latches	31	25.7
clock inverters	1	0.207
## metal layers
metal | vias up | routed length, um
met5 | - | 0
met4 | 0 | 35
met3 | 5 | 546
met2 | 57 | 1940
met1 | 731 | 2450
li1 | 860 | -
## kinds of logic after synthesis
family                     count (synthesis)  share of synthesized area [%]
AOI/OAI and AO/OA                         40                           15.2
xor gates and xnor gates                  14                           7.51
and+or+nand+nor                          100                           34.1
DFF                                       31                           38.0
muxes                                      1                          0.690
buffers and inverters                     15                           3.75
adders and majority gates                  1                          0.766
## Yosys cell counts
library cell,n
dfxtp_1,31
nand2_1,25
o21ai_0,21
nand3_1,15
nor2_1,14
xnor2_1,12
a31oi_1,9
clkbuf_1,8
nor3_1,6
or4_1,6
inv_1,5
nand4_1,5
nor4_1,5
or3_1,4
and3_1,3
and4_1,3
o31ai_1,3
a221o_1,2
nor2b_1,2
or3_2,2
or4b_2,2
xor2_1,2
a211o_1,1
a22o_1,1
and2_1,1
buf_2,1
buf_4,1
ha_1,1
mux2_2,1
nand2b_1,1
nand3b_1,1
nand4_2,1
nand4_4,1
nand4b_1,1
nor4b_1,1
o211ai_1,1
o311a_1,1
o41ai_1,1
or3b_2,1
## worst min-delay path: cells and delay by family (launching register included)
kind / cells / cell delay [ns]
compound gates: 2 / 0.14
flops: 1 / 0.33
## per-stage QoR
step	worst slack, ns	utilization [%]
CTS	2.81	31.6
floorplan	3.16	-
global placement	2.86	30.5
global route	2.65	31.6
detailed placement	2.81	30.5
finish	2.79	31.6
## sequential cells by signal, summed over array words and instances (netlist names)
name	count
pc_addr	30
rst_delay1	1
## worst min-delay path by stage
stage	end	depth (start not counted)
final	pc_addr[30]$_DFF_P_	2
after global routing	pc_addr[30]$_DFF_P_	2
after CTS	pc_addr[30]$_DFF_P_	2
## power by group
| group | switching, mW | internal (mW) | total, mW | leakage, nW |
|---|---|---|---|---|
| sequential | 0.0358 | 0.263 | 0.299 | 0.261 |
| clock | 0.0868 | 0.0938 | 0.181 | 0.0422 |
| combinational | 0.0415 | 0.0884 | 0.130 | 0.515 |
No activity file was given, so power comes from the tool's default toggle rates.
